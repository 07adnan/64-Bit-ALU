File: ./design.v
`timescale 1ns / 1ps
module output_register( clk, in, out);
input [127:0]in;
input clk;
output [127:0]out;
reg [127:0] out;
always @ ( posedge clk)
begin
	out[127:0] = in[127:0];
end
endmodule
File: ./run.sh
#!/bin/bash
# OpenROAD 26Q1-2900-gdf79404cd8, Yosys 0.63+post, stock flow scripts
make -C /OpenROAD-flow-scripts/flow DESIGN_CONFIG=/design/flow/config.mk WORK_HOME=/design/flow/orfs finish
File: ./config.mk
export PLATFORM = sky130hd
export DESIGN_NAME = output_register
export DESIGN_NICKNAME = output_register
export VERILOG_FILES = /design/flow/design.v
export SDC_FILE = /design/flow/constraint.sdc
export NUM_CORES = 4
export LEC_CHECK = 1
export CORE_AREA = 10 10 134 134
export DIE_AREA = 0 0 144 144
File: ./constraint.sdc
current_design output_register

set clk_period 1.0
set clk_io_pct 0.2

create_clock -name clk0 -period $clk_period [get_ports {clk}]

set non_clock_inputs [all_inputs -no_clocks]
set_input_delay [expr $clk_period * $clk_io_pct] -clock clk0 $non_clock_inputs
set_output_delay [expr $clk_period * $clk_io_pct] -clock clk0 [all_outputs]
==> Slide: Implementation Results <==
Implementation Results

Final timing
  – Setup TNS: -0.383 ns
  – Setup violations, final: 45
  – Final WS setup: -0.0252 ns
  – Hold Vio Cnt, Final: 0
  – Slew margin rel.: 88.1%
  – Period utilization: 103%
  – F_max: 975 MHz
  – RSZ-0062 raised after global routing: yes
  – Smallest hold slack: 0.234 ns
  – Least-Margin Pin Slew: 0.178 ns
  – Slew Viols, Final: 0
  – Final Critical Period: 1.03 ns

Setup path
  – CP delay by family, top: flip-flops
  – Cell at the slowest stage of the critical path: dfxtp_2
  – CP Data Required Time: 0.80 ns
  – CP Class: reg -> out
  – Crit path launch type: flop
  – CP Capture Point: out[74]
  – Worst path cell trace: buf_6
  – Crit path from: out[74]
  – Arr. time, crit path: 0.83 ns
  – WP depth: 1
  – CP max FO: 1
  – Worst path buffer plus inverter count: 1
  – Worst Setup End Kind: output pin
  – Largest stage delay on the critical path: 0.32 ns

Power and ir drop
  – Sw Share: 17.7%
  – P_int: 10.2 mW
  – Net Switching: 2.20 mW
  – Sequential power share: 43.9%
  – Logic pwr share: 6.1%
  – Worst vdd ir: 1.42 mV
  – P_leak: 2.38 nW
  – Total Power: 12.4 mW
  – Power per cell area: 2300 nW/µm²
  – Clock power frac: 50.0%

Synth
  – Warnings from Yosys: 1
  – Synth area leader: dfxtp_1
  – Dominant cell area share: 100%
  – Synthesis area per yosys: 2560 µm²
  – Syn Inst Count: 128
  – Synthesized registers: 128
  – Yosys stat cell total: 128
  – Count of different cell masters after synthesis: 1
  – Synth Seq Share: 100%
  – Post-Syn Area per Cell: 20.0 µm²
  – Mapped cell area: 2560 µm²
  – Main area contributors: dfxtp_1 (100%)

Run
  – Log Warnings: 30
  – Max-cap violations: 0

Floorplan
  – Core Util at FP: 16.9%
  – Die height: 144 µm
  – Boundary Pins: 257
  – Core box area: 15100 µm²
  – Rows: 45
  – Die area: 20700 µm²
  – Die Span X: 144 µm

Clocking
  – CTS Buf Count: 17
  – Clock Path Buffers: 2
  – Post-CTS Setup Bufs: 0
  – Clk sink count: 128
  – Root Driver: clkbuf_16
  – Cts-stage hold buffer count: 0
  – H-Tree Depth: 4
  – Clk slew on worst S/H paths: 0.05 ns
  – TritonCTS clock tree: built

Detailed routing
  – Drt drc: 0
  – Total Wirelength: 10400 µm
  – Drt first-iter violations: 26
  – Post-route ant nets: 0
  – Routed length per instance: 17.2 µm
  – Vias per cell: 3.26
  – 1st-pass router iterations: 4
  – Vias: 1964

Hold path
  – Hold Crit Class: in -> reg

Run status
  – Failing checks: negative setup slack
  – Status: complete, but fails checks

Global routing
  – GRT overflow: 0
  – Number of global-route vias before repair: 2187
  – Largest net degree at the start of global routing: 17
  – Gr usage total: 9.44%
  – First-pass GRT wire length: 14100 µm
  – Initial antenna violation count: 2

Finish
  – P&R area growth vs syn: 110%
  – Finished Layout Cells: 603
  – Share of post-route cells with drive strength above 1: 42.3%
  – Top cell excl fill/tap: clkdlybuf4s50_1
  – Logic cell area: 0 µm²
  – Top Layout Cells: clkdlybuf4s50_1 (128), buf_2 (121), dfxtp_1 (105)
  – Multi-input gate count: 0
  – Number of flip-flops in the largest register: 128
  – # fillers: 1472

Place
  – Detailed Place HPWL: 8700 µm
  – Worst slack, placed: -0.0354 ns
  – Buffers on Ports: 256
  – GP Congestion: 0.743
  – DP Cell Count: 572
[power groups by stage]
stage	logic [mW]	clock network, mW	registers [mW]
after CTS	0.769	6.40	5.45
final	0.751	6.21	5.45
after global routing	0.821	6.65	5.47
[cells by family after synthesis]
group / Yosys count / share of synthesized area (%)
flops: 128 / 100
[through the flow]
stage | util [%] | instance area, µm²
final | 35.6 | 5390
after global routing | 35.6 | 5390
after CTS | 35.3 | 5350
after detailed placement | 35.4 | 5360
after global placement | 35.4 | 5360
after floorplan | - | 2560
[cell usage after synthesis]
cell type	instances
dfxtp_1	128
[worst min path at each step]
| stage | from | to | depth (start not counted) |
|---|---|---|---|
| 4_1_cts | in[22] | out[22] | 1 |
| 5_1_grt | in[4] | out[4] | 1 |
| 6_report | in[116] | out[116] | 1 |
[what timing repair did]
item                       4_1_cts  5_1_grt
setup endpoints to repair      128      128
pin swaps                        0        0
resized                        424       13
[per-layer routing]
metal | global-route usage, % | vias to the layer above | wire length (µm)
met5 | 0 | - | 12
met4 | 1.24 | 2 | 106
met3 | 6.69 | 8 | 1550
met2 | 15.2 | 151 | 4940
met1 | 10.1 | 852 | 3750
li1 | - | 951 | -
[cell type report]
type                    instances  area, µm²  area share [%]
flip-flops and latches        128       2590            48.1
repair buffers                256       1970            36.5
clock buffers                  24        462            8.57
well taps                     188        235            4.36
clock inverters                 6        133            2.46
diodes                          1       2.50          0.0464
Power is estimated from default activity; no workload was simulated.
